==> design/flow/design.v <==
module FSM_isP(output reg reset,output reg TSW,output reg TN,output reg clr,input clk,output reg TI,output reg TS,output reg ldN,output reg ldI,output reg ldSum,output reg [2:0] fselect,input bor,output reg divide,output reg sel,output reg display,input go,input over,output reg over_main,input eq,input rflag);
     parameter q0=4'b0000,q1=4'b0001,q2=4'b0010,q3=4'b0011,q4=4'b0100,q5=4'b0101,q6=4'b0110,q7=4'b0111,q8=4'b1000,q9=4'b1001,q10=4'b1010;
     reg [3:0] state,next_state;
initial begin
  TSW = 0;
      TN=0;
      clr=0;
    	TI = 0;
      TS=0;
      ldI=0;
      ldN = 0;
      ldSum =0;
      divide=0;
		state = q0;
		next_state=q0;
end
  always@(posedge clk)
    begin  state<=next_state;
	end
	always@(go,ldI,divide,over,ldSum,bor,ldN)
	begin 
    next_state=q0;
	case (state)
      q0:begin  if(go)begin next_state=q1;  end else next_state=q0; end
      q1:begin if(bor==1)next_state=q3 ;else if(eq) next_state=q7; else begin next_state=q8; end 
          end
			 q3:next_state=q2;
      q2:begin if(over)next_state=q4;else next_state=q2; end
      q4:begin if(rflag)next_state=q5;else next_state=q6; end
      q5:begin next_state=q6;  end
		q6:begin if(bor)next_state=q3;else if(eq)next_state=q7;else next_state=q8; end
      q7:begin next_state=q9; end
      q8:begin next_state=q9; end
      q9:begin if(go)next_state=q9;else next_state=q0; end
    endcase
    end
  always@(state)
	begin 
		TSW = 0;
      TN=0;
      clr=0;
    	TI = 0;
      TS=0;
      ldI=0;
      ldN = 0;
      ldSum =0;
      divide=0;
		sel = 0;
	case (state)
      q0:begin sel=0;ldN=1; end
      q1:begin sel=0;ldSum=1;sel=0;ldI=1; end
		q2:begin divide=1;  end
      q3:begin reset=1;end
	q4:begin divide=0; reset=0;  end
	q5:	begin 
		ldSum=1; TS=1; TI=1; fselect=3'b001;sel=1; ldSum=1;   
		end
	q6: begin 
		 sel=1;ldI=1;TI=1; fselect=3'b011; 
		end 
    q7: display = 1;
    q8: display = 0;
    q9: over_main = 1;
    endcase
    end
endmodule
module FSM_divider(input reset,output reg clr,input clk,input divide,output reg TD,output reg TR,output reg ldDivor,output reg ldQuot,output reg ldRem,output reg [2:0] fselect,input bor,output reg sel1,output reg over);
     parameter q0=4'b0000,q1=4'b0001,q2=4'b0010,q3=4'b0011,q4=4'b0100,q5=4'b0101,q6=4'b0110,q7=4'b0111,q8=4'b1000,q9=4'b1001,q10=4'b1010;
     reg [3:0] state,next_state;
	  initial begin
  clr=0;
      TD=0;
      TR=0;
      ldDivor=0;
      ldQuot=0;
      ldRem=0;
      over=0;
		sel1=0;
		state<=q0;
		next_state<=q0;
end
     always@(divide)
	  state<=q0;
     always@(posedge clk)
     state<=next_state;
	always@(divide,TD,TR,ldRem,ldDivor,ldRem)
	begin 
    next_state=q0;  
	case (state)
	q0:begin if (divide) next_state<=q1; else next_state<=q0;end
	q1:begin  if(bor) next_state<=q3; else next_state<=q2; end
	q2:begin  if(bor) next_state<=q3; else next_state<=q4; end
	q3:next_state<=q0;
	q4:next_state<=q2;
    endcase
    end
    always@(state)
	begin 
		clr=0;
      TD=0;
      TR=0;
      ldDivor=0;
      ldQuot=0;
      ldRem=0;
      over=0;
		sel1=0;
	case (state)
	q0:begin  sel1=0; ldRem=1;sel1 = 0;ldDivor=1;sel1=0;end
	q1:begin  sel1=0; ldRem=1;sel1 = 0;ldDivor=1;sel1=0; end
	q4:begin TR=1;TD=1; fselect=3'b010;sel1=1;ldRem=1; end
	q3:begin over=1;end
    endcase
    end
endmodule
==> design/flow/run.sh <==
#!/bin/bash
# OpenROAD 26Q1-2900-gdf79404cd8, Yosys 0.63+post, stock flow scripts
make -C /OpenROAD-flow-scripts/flow DESIGN_CONFIG=/design/flow/config.mk WORK_HOME=/design/flow/orfs finish
==> design/flow/config.mk <==
export PLATFORM = sky130hd
export DESIGN_NAME = FSM_isP
export DESIGN_NICKNAME = FSM_isP
export VERILOG_FILES = /design/flow/design.v
export SDC_FILE = /design/flow/constraint.sdc
export NUM_CORES = 4
export LEC_CHECK = 1
export CORE_AREA = 10 10 70 70
export DIE_AREA = 0 0 80 80
==> design/flow/constraint.sdc <==
current_design FSM_isP

set clk_period 1.7
set clk_io_pct 0.2

create_clock -name clk0 -period $clk_period [get_ports {clk}]

set non_clock_inputs [all_inputs -no_clocks]
set_input_delay [expr $clk_period * $clk_io_pct] -clock clk0 $non_clock_inputs
set_output_delay [expr $clk_period * $clk_io_pct] -clock clk0 [all_outputs]
==> results.toml <==
# implementation run metrics
[routing]
routed_via_density = 3.739
detail_route.antenna_diodes = 0
drt-pass1-iter-count = 4
wirelength_um = 1354
drt_iter0_drc = 5
wire_per_inst_um = 10.10
num_vias = 501
drc_errors = 0
antenna_left = 0

[sta]
finalCriticalPeriod_ps = 1610
whs_ps = 654.7
grt_setup_unrepaired = "false"
final_max_slew_viol_count = 0
finalCritPeriodShare_pct = 94.70
finalClockSkew_ps = 0.8026
setup_viol = 0
hold_violations = 0
unclocked_pins = 3
clock.fmax_mhz = 621.2
unconstrained_endpoints = 6

[cts]
tritoncts = "yes"
clk_pin_slew_ps = 40
htree_num_levels = 1
cts_buffers = 3
root_buffer = "clkbuf_4"
clkLatencyLatePin_ps = 230
ctsHoldBuffers = 0
cts_max_path_buffers = 2

[worst_setup_path]
r2r_end = "state[0]"
timing.rr.start = "state[0]"
startpoint = "state[2]"
cp-start-kind = "flip-flop"
cp.required_ps = 1360
endpoint = "ldI"
path_max_fanout = 2
ff2ff_path_depth = 5
reg2reg_slack_ps = 270
arrival_ps = 1270
path_class = "flip-flop to output pin"
endpoint_kind = "output pin"

[place]
portBuffers = 15
place_hpwl_um = 1143
gp_congestion = 0.8326

[global_route]
grt_max_degree = 14
grt_pass1_wl_um = 2208
grt-ovfl-total = 0
grt_usage_pct = 4.155
antenna_found_initial = 0
grt_pass1_vias = 531

[synthesis]
flop_cell = "dfxtp_1"
yosysUniqueCellTypes = 32
avgSynthCellArea_um2 = 7.395
ys_chip_area_um2 = 495.5
synthTopCellsByCount = "buf_4 (7), nor2_1 (7), nand2_1 (6), dfxtp_1 (4), o21ai_0 (4)"
edf_count = 0
netlist_area_um2 = 495.5
top_area_share_pct = 16.16
yosys-stat-cells = 67
top_cells_by_area = "dfxtp_1 (16%), buf_4 (11%), dlxtn_1 (6.1%), nor2_1 (5.3%), nand2_1 (4.5%)"
yosys_warnings = 1
syn_inst = 67
synth-seq-cells = 7
top_area_cell = "dfxtp_1"
async_flop_share_pct = 0

[flow_run]
warning_count = 25
drv_cap = 0

[power]
p_int_mw = 0.7519
p_seq_share_pct = 18.8
p_sw_mw = 0.4679
p_total_mw = 1.220
p_per_area_nw_per_um2 = 1565
clock_power_share_pct = 9.3
combPwrFrac_pct = 71.9
p_leak_nw = 0.3323
vdd_ir_drop_max_mv = 0.2098
p_sw_share_pct = 38.36

[layout]
finalCoreUtilization_pct = 22.82
drive_gt1_share_pct = 31.82
syn2layout_area_growth_pct = 57.32

[status]
status = "completed"

[floorplan]
die_y_um = 80
initial_core_util_pct = 14.51
core_um2 = 3416
num_rows = 21
dieArea_um2 = 6400
die_x_um = 80
num_io_pins = 22

[worst_hold_path]
hold_path_class = "flip-flop to flip-flop"
[critical path, stage by stage, from the launching register on]
cell	delay (ps)
dfxtp_1	310
or3b_4	400
a21oi_2	130
dlygate4sd2_1	200
[stage by stage]
step	area, µm²	cells	TNS (ps)	setup WS (ps)
2_1_floorplan	510.5	71	0	392.3
6_report	779.5	134	0	90.15
5_1_grt	779.5	134	0	16.26
3_3_place_gp	706.9	129	0	0.9184
3_5_place_dp	706.9	129	-48.65	-25.17
4_1_cts	779.5	134	0	60.00
[worst min-delay path by stage]
stage     startpoint        to  slack [ps]  depth (start not counted)
6_report    state[2]  state[2]         650                          3
5_1_grt     state[2]  state[2]         690                          3
4_1_cts     state[2]  state[2]         650                          3
[metal layers]
metal  up-vias  track usage [%]  share of wire (%)
li1        261                -                  -
met1       227            3.681                 35
met2        11            8.507                 58
met3         2            1.250                5.3
met4         0            1.232               0.66
met5         -                0                  0
[cells in the final DEF (no fill, tap or decap), types with 2 or more instances in the layout]
cell type and n:
clkdlybuf4s50_1 8, buf_4 8, nor2_1 7, dlygate4sd2_1 7, conb_1 6, nand2_1 4
o21ai_0 4, nor2b_1 3, clkbuf_4 3, inv_2 2, nand2_2 2, a21oi_2 2
nand2b_1 2, o21bai_1 2, dlxtn_1 2, buf_6 2, dfxtp_1 2
[logic make-up (layout without fill, tap and decap cells)]
group,count (synthesis),in the layout,share of synthesized area [%]
compound gates,17,17,25.50
fa+ha+maj,1,1,2.020
flops,4,4,16.16
buf+inv,13,30,15.91
other cells,2,6,1.516
simple gates,27,27,29.80
latches,3,3,9.090
[repair_timing]
| action | CTS | global route |
|---|---|---|
| buffers inserted | 2 | 0 |
| setup endpoints to repair | 7 | 0 |
| gates resized | 21 | 0 |
[power by group through the flow]
stage     Clock [mW]  Combinational [mW]  Sequential, mW
4_1_cts        0.123               0.886           0.230
5_1_grt        0.125               0.980           0.240
6_report       0.114               0.877           0.229
[cell type report]
cell class / instances / area (µm²)
Multi-Input combinational cell: 51 / 337.8
Clock buffer: 3 / 22.52
Sequential cell: 7 / 130.1
Tap cell: 46 / 57.56
Timing Repair Buffer: 25 / 224.0
Fill cell: 375 / 2636
Inverter: 2 / 7.507
[registers in the layout, summed over array words and instances, names as in the netlist]
register	flops
state	4
display	1
fselect	1
reset	1
